$ cat /design/flow/design.v
module pipeline_register_ExecuteMemory(
	input logic clk,
	input logic [15:0] Ehi, Elo,  
	input logic [15:0] Ealu,  
	input logic [15:0] Edmwrite,  
	input logic [15:0] Emodout,
	input logic Emod,
	output logic Mmod,
	output logic [15:0] Mmodout,
	input logic Ewe3,  
	input logic Ewe,  
	input logic [1:0] Eregdata,  
	input logic [3:0] Ewriteadd,  
	output logic [15:0] Mhi, Mlo,  
	output logic [15:0] Malu,  
	output logic [15:0] Mdmwrite,  
	output logic Mwe3,  
	output logic Mwe,  
	output logic [1:0] Mregdata,  
	output logic [3:0] Mwriteadd  
	);
	reg [15:0] plr_DE1[3:0];
	reg [1:0] plr_DE2 [1:0];
	reg [1:0] plr_DE3;
	reg [3:0] plr_DE4;
	reg [15:0] plr_DE5;
	reg plr_DE6;
	always_ff@(posedge clk) begin 
		plr_DE1[0] <= Ehi;
		plr_DE1[1] <= Elo;
		plr_DE1[2] <= Ealu;
		plr_DE1[3] <= Edmwrite;
		plr_DE2[0] <= Ewe3;
		plr_DE2[1] <= Ewe;
		plr_DE3 <= Eregdata;	
		plr_DE4 <= Ewriteadd;	
		plr_DE5 <= Emodout;
		plr_DE6 <= Emod;
	end
	assign Mhi = plr_DE1[0];
	assign Mlo = plr_DE1[1];
	assign Malu = plr_DE1[2];
 	assign Mdmwrite = plr_DE1[3];
	assign Mwriteadd = plr_DE4;
	assign Mwe3 = plr_DE2[0]; 
	assign Mwe = plr_DE2[1];
	assign Mregdata = plr_DE3;
	assign Mmodout = plr_DE5;
	assign Mmod = plr_DE6;
endmodule
$ cat /design/flow/run.sh
#!/bin/bash
# OpenROAD 26Q1-2900-gdf79404cd8, Yosys 0.63+post, stock flow scripts
make -C /OpenROAD-flow-scripts/flow DESIGN_CONFIG=/design/flow/config.mk WORK_HOME=/design/flow/orfs finish
$ cat /design/flow/config.mk
export PLATFORM = sky130hd
export DESIGN_NAME = pipeline_register_ExecuteMemory
export DESIGN_NICKNAME = pipeline_register_ExecuteMemory
export VERILOG_FILES = /design/flow/design.v
export SDC_FILE = /design/flow/constraint.sdc
export NUM_CORES = 4
export LEC_CHECK = 1
export CORE_AREA = 10 10 126 126
export DIE_AREA = 0 0 136 136
$ cat /design/flow/constraint.sdc
current_design pipeline_register_ExecuteMemory

set clk_period 1.0
set clk_io_pct 0.2

create_clock -name clk0 -period $clk_period [get_ports {clk}]

set non_clock_inputs [all_inputs -no_clocks]
set_input_delay [expr $clk_period * $clk_io_pct] -clock clk0 $non_clock_inputs
set_output_delay [expr $clk_period * $clk_io_pct] -clock clk0 [all_outputs]
==> flow_summary.ini <==
; flow metrics
[power_and_ir_drop]
powerDensity_nw_per_um2 = 2101
power_mw = 7.763
irDropWorstVdd_v = 0.0006130
p_leak_nw = 1.612

[finish]
final_cell_mix = clkdlybuf4s50_1, buf_2, dfxtp_1, dfxtp_2, clkbuf_16
final_common_cell = clkdlybuf4s50_1
comb.multi_input.count = 0
area_delta_synth_final_pct = 107.4
n_fill_cell = 1359
drive_above_1_share = 0.4064
comb_area_um2 = 0

[flow_run]
warnings = 27
drv_cap = 0

[sta]
fmax_ghz = 1.042
period_needed_ps = 959.3
finalSetupViolations = 0
rsz0062_at_grt = yes
fin_crit_sh = 0.9593
setup_tns_ps = 0
max_slew.worst_pin.slew_ps = 110.5
slew_violations = 0
slew_headroom = 0.9264
hold_viol_final = 0

[floorplanning]
die_y_um = 136
core_um2 = 13190
dieArea_um2 = 18500
dieWidth_um = 136
initial_core_util = 0.1351
rows = 42
ios = 179

[global_routing]
grt_use_total = 0.06708
antenna_found_initial = 0
grt_overflow = 0
grt_pass1_wl_mm = 9.177
first_global_vias = 1486
grt_max_degree = 15

[drt]
wl_per_cell_um = 14.42
viasPerCell = 2.900
n_antenna_cell = 0
first_pass_iters = 3
ant_nets = 0
vias = 1331
wirelength_mm = 6.619
first_iter_violations = 20
drc_errors = 0

[clocking]
clk_path_buf_depth = 2
cts.sinks = 89
clkSlewWorstSetupHoldPaths_ps = 60
htreeDepth = 3
cts_buffers = 9
cts_tree = yes
clockRootBuffer = clkbuf_16
cts_setup_buffers = 0

[setup_path]
critPathArrivalTime_ps = 760
cp_slowest_cell = dfxtp_2
critical_path_class = register to primary output
crit_path_max_fanout = 1
crit_cells = 1
worstPathCellList = buf_6
cpLargestDelayFamily = flip-flops
max_stage_delay_ps = 320
worstSetupStartpoint = plr_DE5[3]
crit_required_ps = 800
start_kind = register
crit_path_end = Mmodout[3]
worst_setup_path_end_kind = primary output
crit_buf_inv = 1

[logic_synthesis]
ys_seq_share = 1.000
yosys-stat-cells = 89
synth_area_per_cell_um2 = 20.02
yosysWarnings = 3
synth-seq-cells = 89
synth_cells = 89
ys_types = 1
ys_chip_area_um2 = 1782
syn_area_um2 = 1782

[run_status]
status = finished, final reports clean

[place]
place_congestion = 0.7274
port_buffers = 178

[min_path]
hold_class = primary input to register
==> worst min-delay path by stage <==
| stage | startpoint | to | cells past startpoint |
|---|---|---|---|
| after CTS | Ehi[5] | plr_DE1[0][5] | 1 |
| after global routing | Ehi[5] | plr_DE1[0][5] | 1 |
| final | Ehi[5] | plr_DE1[0][5] | 1 |
==> metal layers <==
| layer | routed length (µm) | global-route usage | up-vias |
|---|---|---|---|
| met1 | 2296 | 0.06952 | 567 |
| met4 | 106 | 0.01243 | 0 |
| met3 | 1143 | 0.05318 | 7 |
| li1 | - | - | 651 |
| met2 | 3072 | 0.1058 | 106 |
| met5 | 0 | 0 | - |
==> through the flow <==
stage | hold WS [ps] | worst slack (ps) | area, µm² | util | std cells
6_report | 295.1 | 40.67 | 3695 | 0.2801 | 459
5_1_grt | 268.6 | -9.952 | 3695 | 0.2801 | 459
4_1_cts | 269.1 | -2.127 | 3659 | 0.2774 | 459
3_5_place_dp | 651.6 | -38.35 | 3784 | 0.2869 | 443
3_3_place_gp | 650.1 | -33.59 | 3784 | 0.2869 | 443
2_1_floorplan | 227.7 | 538.5 | 1782 | - | 89
==> flip-flops by register name, summed over array words and instances (netlist names) <==
register  count
plr_DE1      64
plr_DE5      16
plr_DE6       1
plr_DE4       4
plr_DE3       2
plr_DE2       2
==> area by class of cell <==
type | count | area [µm²] | area share
clock buffer | 10 | 229.0 | 0.06197
clock inverter | 6 | 82.58 | 0.02235
sequential | 89 | 1795 | 0.4859
tap | 176 | 220.2 | 0.05960
timing repair buffer | 178 | 1368 | 0.3701
==> synth_stat cells (all sizes together) <==
master / n / share of area
dfxtp: 89 / 1.0
==> logic make-up (layout without fill, tap and decap cells) <==
group    Yosys count  count (layout)  synth area share
flops             89              89             1.000
buf+inv            0             194                 0
==> power breakdown <==
part | internal [mW] | total, mW | switching, mW
combinational | 0.426 | 0.514 | 0.0881
sequential | 3.74 | 3.78 | 0.0400
clock | 2.17 | 3.47 | 1.30
total | 6.34 | 7.76 | 1.42
==> timing repair <==
| action | CTS | global route |
|---|---|---|
| endpoints found under the hold margin | 0 | 0 |
| cloned | 0 | 0 |
| hold buffers | 0 | 0 |
| setup endpoints to repair | 89 | 9 |
| pin swaps | 0 | 0 |
| gates resized | 288 | 9 |
Power figures rest on the tool's default switching activity, not on a simulated workload.
